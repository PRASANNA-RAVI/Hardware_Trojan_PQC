==> /design/flow/design.v <==
module pol_rom(clk, bram_address_relative, pol_64bit_in);
input clk;
input [6:0] bram_address_relative;
output reg [63:0] pol_64bit_in;
wire [63:0] pol_64bit_in_wire;
assign pol_64bit_in_wire = 	
						(bram_address_relative==7'd0) ?  64'b1110110100111110100000100001100010001001010111011000101001010000:
            (bram_address_relative==7'd1) ?  64'b1001011010111100011101010111011100000011111100101000010000000100:
            (bram_address_relative==7'd2) ?  64'b0001101100101110000011101110100110100010100100101100000000110000:
            (bram_address_relative==7'd3) ?  64'b0010001010100110101011000000100111110001110101101101100010010100:
            (bram_address_relative==7'd4) ?  64'b1001111000111000111010101001000001110100010100011000100111110001:
            (bram_address_relative==7'd5) ?  64'b0100001000010100010000110011000100011010000101011110110101000101:
            (bram_address_relative==7'd6) ?  64'b1110000000110010000011011110100100110101110110111011010001010111:
            (bram_address_relative==7'd7) ?  64'b1001001101100110001100001010001100111101001011101000011001110110:
            (bram_address_relative==7'd8) ?  64'b0000000110100011100001010111011101100111101110111100001001101011:
            (bram_address_relative==7'd9) ?  64'b1111011101101111111101011010100110000000000101110011001110101100:
            (bram_address_relative==7'd10) ?  64'b1010111110100101001010001000101110111010000111100101100000100111:
            (bram_address_relative==7'd11) ?  64'b0001101011100000110011110011101001100010000010011100010011101110:
            (bram_address_relative==7'd12) ?  64'b0001111010110111001110010000001000000010110010110010100111001010:
            (bram_address_relative==7'd13) ?  64'b0100101110000110101010011111011010011111111000110001101001001000:
            (bram_address_relative==7'd14) ?  64'b0111001001010111110111010000110001011100100011001000000010101110:
            (bram_address_relative==7'd15) ?  64'b1101101000011000100111111111011000110111000000110001001110011010:
            (bram_address_relative==7'd16) ?  64'b0000100110100011110000111011010010111001000100101011111100101001:
            (bram_address_relative==7'd17) ?  64'b1101111000111110010111000001000100001111100101011001010010001011:
            (bram_address_relative==7'd18) ?  64'b0111110011011001000111001000001111010101101000001010010011100111:
            (bram_address_relative==7'd19) ?  64'b0110111111111011110000101100001111110000110100000110010100001101:
            (bram_address_relative==7'd20) ?  64'b1011010111111111100100100001101111010100000010110111000101001010:
            (bram_address_relative==7'd21) ?  64'b1110111110111111011010110100001111010010000111101111110110001001:
            (bram_address_relative==7'd22) ?  64'b0101111101001000010100000001001110110100101100101000010100101111:
            (bram_address_relative==7'd23) ?  64'b0100100100011010011000100100001010110010111011010111101000010011:
            (bram_address_relative==7'd24) ?  64'b1001000100011111010101011000100101100000010110100010110110110010:
            (bram_address_relative==7'd25) ?  64'b1100011111111100101111011101000001110010001001100111001011000001:
            (bram_address_relative==7'd26) ?  64'b0010010111100101100001010111000001011010101000101010111011010100:
            (bram_address_relative==7'd27) ?  64'b1010000101100110001001111101100011110010011111110000111001011001:
            (bram_address_relative==7'd28) ?  64'b0110000000010100001010001010110110101000001110110011111110100110:
            (bram_address_relative==7'd29) ?  64'b1110111010100101000011101101111001011001110111010111100000001111:
            (bram_address_relative==7'd30) ?  64'b0010010001011100011001100010000111000011110000111100001111001110:
            (bram_address_relative==7'd31) ?  64'b0111100110011110101010001100010001111011100000000110110110111001:
            (bram_address_relative==7'd32) ?  64'b1101011010100101010101110000101111110001111011101001100000100000:
            (bram_address_relative==7'd33) ?  64'b1111011000011110111100111000110011000000011001110011001100010100:
            (bram_address_relative==7'd34) ?  64'b1011010110101101011101110101111110110111011101000000011100000101:
            (bram_address_relative==7'd35) ?  64'b0101100010110000011011101101111001110010010000100011000001100000:
            (bram_address_relative==7'd36) ?  64'b0110001100011110110011000101110001111010100110011011010110111001:
            (bram_address_relative==7'd37) ?  64'b0110111100110100000100010110100011010010111110101100001100010000:
            (bram_address_relative==7'd38) ?  64'b0110100011110111011110010001011000110111000000111100111101101101:
            (bram_address_relative==7'd39) ?  64'b0100001100001111100010001000000011000110110011010100010010101001:
            (bram_address_relative==7'd40) ?  64'b1010111010110001000101011110101100101101010110111011111000010100:
            (bram_address_relative==7'd41) ?  64'b0111100011010110001110110110001111110010100011011000011100001111:
            (bram_address_relative==7'd42) ?  64'b1111101110101001100111000110111011001000101000011000001010110110:
            (bram_address_relative==7'd43) ?  64'b1010101001001111110011001011011110111011011110011000011011011111:
            (bram_address_relative==7'd44) ?  64'b0101101101110111010000000000111011110111101001100100001011100000:
            (bram_address_relative==7'd45) ?  64'b1000111001110111101011010001010111100010101101100001111000000100:
            (bram_address_relative==7'd46) ?  64'b0001000100111010001001101011111111101111011001000100010011111111:
            (bram_address_relative==7'd47) ?  64'b0110100111111101010101010110111001101110111101000000100110000100:
            (bram_address_relative==7'd48) ?  64'b1000100110010010110010000100001101011110100010111110010110010010:
            (bram_address_relative==7'd49) ?  64'b1011101010010000111011101000000101001111110011101101110010110110:
            (bram_address_relative==7'd50) ?  64'b1001110010101000111001010010001111101011100011100001001110110110:
            (bram_address_relative==7'd51) ?  64'b1011011001010101000110000001101101011011011101010101110000100010: 
						64'd0;
		always @(posedge clk)
			pol_64bit_in <= pol_64bit_in_wire;
endmodule
==> /design/flow/run.sh <==
#!/bin/bash
# OpenROAD 26Q1-2900-gdf79404cd8, Yosys 0.63+post, stock flow scripts
make -C /OpenROAD-flow-scripts/flow DESIGN_CONFIG=/design/flow/config.mk WORK_HOME=/design/flow/orfs finish
==> /design/flow/config.mk <==
export PLATFORM = sky130hd
export DESIGN_NAME = pol_rom
export DESIGN_NICKNAME = pol_rom
export VERILOG_FILES = /design/flow/design.v
export SDC_FILE = /design/flow/constraint.sdc
export NUM_CORES = 4
export LEC_CHECK = 1
export CORE_UTILIZATION = 30
==> /design/flow/constraint.sdc <==
current_design pol_rom

set clk_period 6.8
set clk_io_pct 0.2

create_clock -name clk0 -period $clk_period [get_ports {clk}]

set non_clock_inputs [all_inputs -no_clocks]
set_input_delay [expr $clk_period * $clk_io_pct] -clock clk0 $non_clock_inputs
set_output_delay [expr $clk_period * $clk_io_pct] -clock clk0 [all_outputs]
==> out/metrics.csv <==
metric,value,unit
cts_tree,yes,
path_class,in -> reg,
power.sequential.fraction,29.3,%
yosys_most_used_dff,dfxtp_1,
cts.reportedPaths.clkPinSlew,70,ps
post-route-drc-count,0,
arrival,4760,ps
drive_above_1_share,11.0,%
crit_path_end,pol_64bit_in[23],
wire_length_of_the_first_global_routing_pass,79.8,mm
grt_setup_unrepaired,no,
grt_pass1_vias,9886,
routed_length_on_met1,20.4,mm
cts_buffers,9,
cts.root.buffer_cell,clkbuf_16,
required,7090,ps
post-route-period-util,65.7,%
detail_route.first_pass.iterations,28,
final_antenna_net_count,0,
dp.final_hpwl,40.3,mm
n_fill_cell,2426,
gp_congestion,1.20,
max_flop_register,pol_64bit_in,
power_frac_clock,33.4,%
ir_drop,96.3,uV
avgRoutedWirePerCell,42.7,um
outcome,"finished, violations left",
synth-edff-count,0,
top_cells_by_count,"nand2_1 (121), a21oi_1 (93), nor2_1 (90)",
netlist_top_cells_area,"dfxtp_1 (19%), a21oi_1 (6.8%), nand2_1 (6.7%)",
htree_num_levels,3,
biggestRegsByFlops,pol_64bit_in x64,
report.final.setup_viol,0,
worst_setup_path_end_kind,register,
die_w,153,um
total_leakage_power,2.95,nW
sw_frac_of_total,41.0,%
numClockSinks,64,
postCtsSetupBuffers,0,
cts_hold_repair.buffers,0,
holdCritPathClass,in -> reg,
floorplan.core_area,22000,sq um
final.setup.tns,0,ps
cts.repair.resized,0,
synthesis.instances,1041,
p_per_area,181,nW/um^2
groute.usage.overall,50.2,%
layout_min_cycle_time,4470,ps
register_area,1280,sq um
syn_area,6800,sq um
route.detailed.vias_per_inst,7.69,
maximum_net_fanout_on_the_critical_path,39,
ys_seq_elements,64,
yosysTopAreaCellShare,18.8,%
core.rowCount,54,
fmaxAchievable,224,MHz
startpoint_class_of_the_critical_path,input pin,
crit_start,bram_address_relative[0],
hold_path_depth,4,
fp-utilization,30.9,%
worst_slew_pin_slew,1600,ps
detail_route.iter0.violations,1956,
worst_slew_margin_rel,-6.80,%
overall_via_count_from_detail_route,10400,
chip_area,23300,sq um
largest_register_ffs,64,
grt_antenna_before_repair,3,
netlist.top_cell.by_instances,nand2_1,
synth.avg_cell_area,6.54,sq um
dr_wl_met2,21.7,mm
buffer_ports.inserted,71,
detailroute.wirelength.met3,9.97,mm
failed_checks,"capacitance limit, slew limit",
grt_start_max_net_pins,102,
synth-async-reset-ratio,0,%
ys_chip_area,6800,sq um
yosysCellCount,1041,
wirelength_routed,57.9,mm
netlist.top_cell.by_area,dfxtp_1,
internal-power,859,uW
power,1.46,mW
mi_logic_area,4900,sq um
design.portCount,72,
layout-area-overhead-vs-synth,18.4,%
fp.dieH,153,um
sequential_area_share_after_synthesis,18.8,%
comb_power_share,37.3,%
post_synth_num_cell_types,82,
finalMaxSlewViolations,3,
cts.path.max_buffers,2,
highest_layer,met5,
grt_remaining_overflow,0,
finalHoldViolations,0,
warnings,28,
max-cap-violations,1,
p_switching,598,uW
synthesis.yosys.warnings,1,
==> per-layer routing <==
layer	vias up	track usage (%)
met3	407	28.8
met5	-	0
met1	4849	60.2
li1	3978	-
met2	1209	66.9
met4	2	35.0
==> worst min-delay path by stage <==
stage | from | to | slack, ps
4_1_cts | bram_address_relative[6] | pol_64bit_in[4] | 1450
6_report | bram_address_relative[3] | pol_64bit_in[11] | 1470
5_1_grt | bram_address_relative[6] | pol_64bit_in[4] | 1480
==> stage by stage <==
stage               cells  hold WS, ps  util (%)  setup WS [ps]  instance area [sq um]
finish               1358         1470      36.6           2330                   8060
CTS                  1354         1450      36.5           2690                   8050
global route         1354         1480      36.5           2420                   8050
floorplan            1041         1620         -           3860                   6800
detailed placement   1338         1820      35.2           2330                   7760
global placement     1338         1810      35.2           2320                   7760
==> power by group through the flow <==
| stage | Combinational, mW | Sequential, mW | Clock [mW] |
|---|---|---|---|
| 6_report | 0.543 | 0.428 | 0.487 |
| 5_1_grt | 0.542 | 0.432 | 0.506 |
| 4_1_cts | 0.499 | 0.429 | 0.487 |
==> critical path: stages <==
cell	delay, ps
buf_2	580
buf_4	560
nand2b_1	420
o32ai_1	1420
nor4_1	250
nand2_1	150
==> cells by family (layout without fill, tap and decap cells) <==
group / Yosys count / after routing / synth area share [%]
other cells: 0 / 4 / 0
simple gates: 459 / 459 / 34.9
buf+inv: 127 / 160 / 9.16
compound gates: 377 / 377 / 35.1
flops: 64 / 64 / 18.8
xor+xnor: 10 / 10 / 1.40
mux: 4 / 4 / 0.607
==> layout by cell type (no fill, tap or decap), types with 6 or more instances in the layout <==
cell	Yosys	layout
a31oi_1	19	19
o31ai_1	6	6
o32ai_1	6	6
clkdlybuf4s50_1	0	64
a221oi_1	9	9
nor3_1	35	35
o21ai_0	87	87
nand3_1	48	48
a211oi_1	13	13
and2_1	6	6
nand4_1	29	29
a22oi_1	21	21
or2_2	7	7
o22ai_1	38	38
nand2_1	121	121
a22o_1	8	8
buf_2	66	6
or4_1	9	9
nor2b_1	25	25
nor2_1	90	90
a21oi_1	93	93
dfxtp_1	64	64
o211ai_1	12	12
or3_1	8	8
nand2b_1	22	22
nand4b_1	7	7
nor4_1	9	9
o21ai_1	11	11
and3_1	6	6
buf_4	7	68
clkbuf_16	0	9
==> area by class of cell <==
class | instances | share of cell area, %
Inverter | 5 | 0.233
Tap cell | 280 | 4.35
Clock inverter | 5 | 0.481
Sequential cell | 64 | 15.9
Timing Repair Buffer | 139 | 14.9
Clock buffer | 11 | 3.14
Antenna cell | 4 | 0.124
Multi-Input combinational cell | 850 | 60.9
Power is estimated from default activity; no workload was simulated.
