### ./config.mk
export PLATFORM = sky130hd
export DESIGN_NAME = s_rom
export DESIGN_NICKNAME = s_rom
export VERILOG_FILES = /design/flow/design.v
export SDC_FILE = /design/flow/constraint.sdc
export NUM_CORES = 4
export LEC_CHECK = 1
export CORE_UTILIZATION = 40
### ./run.sh
#!/bin/bash
# OpenROAD 26Q1-2900-gdf79404cd8, Yosys 0.63+post, stock flow scripts
make -C /OpenROAD-flow-scripts/flow DESIGN_CONFIG=/design/flow/config.mk WORK_HOME=/design/flow/orfs finish
### ./constraint.sdc
current_design s_rom

set clk_period 4.1
set clk_io_pct 0.2

create_clock -name clk0 -period $clk_period [get_ports {clk}]

set non_clock_inputs [all_inputs -no_clocks]
set_input_delay [expr $clk_period * $clk_io_pct] -clock clk0 $non_clock_inputs
set_output_delay [expr $clk_period * $clk_io_pct] -clock clk0 [all_outputs]
### ./design.v
module s_rom(clk, s_address, s_vec_64);
input clk;
input [6:0] s_address;
output reg [63:0] s_vec_64;
wire [63:0] s_vec_64_wire;
assign s_vec_64_wire =	
						(s_address==7'd0) ? 64'b10001010110001101010010001000110011001000110001000100010000001:
						(s_address==7'd1) ? 64'b1010101110000010100100001001001010110011000100000010101000001011:
						(s_address==7'd2) ? 64'b1011001110001011001000100010000010110000100100101011001000101011:
						(s_address==7'd3) ? 64'b100000111010001110001000001110001010001000010000000110111000:
						(s_address==7'd4) ? 64'b1101000001000000010110001000000010000001100110001000110110000:
						(s_address==7'd5) ? 64'b1001110001000101010001010000100010000100110001000101000011010:
						(s_address==7'd6) ? 64'b1011001000000011100100110011001110011000100000011001100000110001:
						(s_address==7'd7) ? 64'b1001001000010011000110001010100110110010000010010001101000100000:
						(s_address==7'd8) ? 64'b11101100001010000100111000001010000000000100000000100010100010:
						(s_address==7'd9) ? 64'b10100110111010101000100000101100001010101100101000101100010000:
						(s_address==7'd10) ? 64'b1011001110001000000000011011001100011001101100011001000000111011:
						(s_address==7'd11) ? 64'b1011000110101000101000010010000100010011100110001011101110110001:
						(s_address==7'd12) ? 64'b1010001010100010100010110000001100011010001110010001100100111001:
						(s_address==7'd13) ? 64'b1000100001001001100100000001010000000101010000010101110111011:
						(s_address==7'd14) ? 64'b11000110100000100100010000000110110010100010101011101000000001:
						(s_address==7'd15) ? 64'b11000110110011000000111000101100111011101010001001000010000001:64'b0;
always @(posedge clk)
	s_vec_64 <= s_vec_64_wire;
endmodule
==> qor.csv <==
stage,metric,value,unit
pwr,cellLeakagePower,1.11,nW
drt,avgRoutedWirePerCell,14.4,um
yosys,synthDistinctLibCells,52,
cts,cts-buffers-inserted,5,
layout,number_of_flip_flops_under_the_largest_register_name,48,
die,num_rows,27,
die,overall_die_height,78.0,um
sta,setup_violations,0,
job,max-cap-violations,0,
layout,ratio_of_cells_with_drive_above_1_in_the_final_layout,11.6,%
drt,via_count,1887,
cts,cts_max_level,2,
cts,postCtsSetupBuffers,0,
die,core_util_floorplan,41.7,%
worst_setup_path,worstSetupStartpointType,primary input,
die,core,5540,um^2
layout,fillerInstances,558,
die,die_width,78.0,um
drt,firstDrtPassIters,4,
worst_setup_path,critPathCapture,s_vec_64[45],
pwr,cellPowerDensity,346,nW/um^2
layout,biggestRegsByFlops,s_vec_64 x48,
yosys,enable_flop_cells,0,
worst_setup_path,crit_chain,"clkdlybuf4s50_1, buf_4, nor2b_1, nor2_1, a2111oi_2",
worst_setup_path,cp_slowest_cell,sky130_fd_sc_hd__nor2b_1,
run_status,outcome,completed,
layout,layout.cell_area.non_filler,2880,um^2
global_route,pin_count_of_the_biggest_net_entering_global_routing,45,
global_route,antenna_found_initial,0,
yosys,postSynth.asyncResetShare,0,%
die,chip_area,6080,um^2
place,place.gp.congestion,0.863,
worst_setup_path,worstSetupPathType,in -> reg,
sta,pin_slew_with_the_least_headroom_to_its_limit,0.753,ns
drt,viasPerCell,5.17,
yosys,syn-cell-area,2310,um^2
job,openroad.warnings,25,
global_route,met2_usage,28.8,%
worst_setup_path,crit_fanout,40,
yosys,synth.avg_cell_area,9.24,um^2
cts,clk_root_buffer_cell,sky130_fd_sc_hd__clkbuf_8,
worst_setup_path,cp_data_required_time,4.30,ns
sta,report.final.slew_viol_count,0,
yosys,ys.flop_type,sky130_fd_sc_hd__dfxtp_1,
layout,lay_top_cells,"sky130_fd_sc_hd__clkdlybuf4s50_1, sky130_fd_sc_hd__dfxtp_1, sky130_fd_sc_hd__a21oi_1, sky130_fd_sc_hd__nor2_1, sky130_fd_sc_hd__conb_1",
yosys,synth_chip_area,2310,um^2
global_route,grt_first_pass_wirelength,8660,um
drt,detail-route-antenna-nets,0,
cts,holdBufCountCts,0,
sta,worst_slew_margin_rel,49.7,%
pwr,max-vdd-ir-drop,0.168,mV
cts,tritoncts,done,
sta,final-hold-violation-count,0,
drt,detail_route.wirelength,5270,um
global_route,met1_usage,28.2,%
global_route,grt_util_all_layers,18.6,%
yosys,yosys_warnings,1,
place,dpl.hpwl,3450,um
global_route,met3_usage,3.82,%
place,placement.cell_area,2750,um^2
sta,final.min_clock_period,2.54,ns
global_route,first_global_vias,1705,
sta,rsz_0062_raised_after_global_routing,no,
cts,sink_count,48,
cts,cts_resized,0,
sta,setup_tns,0,ns
worst_setup_path,worst_setup_path_start,s_address[0],
sta,finalCritPeriodShare,61.9,%
global_route,gr-total-overflow,0,
die,io_pins,72,
worst_setup_path,crit_path_arrival_time,2.74,ns
yosys,ys_seq_share,41.6,%
drt,first_iter_violations,205,
drt,antenna-diode-count,0,
place,portBuffers,55,
worst_setup_path,slowest_delay,0.67,ns
yosys,synth_flops,48,
yosys,synth.yosys.num_cells,250,
worst_setup_path,cp-end-kind,flop,
cts,clock_path_buffers,2,
drt,post-route-drc-count,0,
layout,top_register,s_vec_64,
sta,fmax,394,MHz
layout,finish.utilization,51.9,%
layout,areaGrowthSynthToFinish,24.5,%
global_route,busiest_layer,met2,
hold_path,hp-class,in -> reg,
yosys,syn-instance-count,250,
layout,layout_top_cell_excl_fill_tap,sky130_fd_sc_hd__clkdlybuf4s50_1,
cts,worst_setup_hold_path_clk_slew,0.08,ns
how the worst min path moves through the flow:
stage,start,endpoint,slack [ns],depth (start not counted)
finish,s_address[4],s_vec_64[41],1.38,4
CTS,s_address[4],s_vec_64[41],1.37,4
global route,s_address[6],s_vec_64[41],1.41,4
synthesized netlist by cell type (2+ instances only):
cell type                    n  area [um^2]
sky130_fd_sc_hd__nand2b_1    8         50.1
sky130_fd_sc_hd__nand3_1     3         15.0
sky130_fd_sc_hd__or3_1       3         18.8
sky130_fd_sc_hd__o21a_1      2         15.0
sky130_fd_sc_hd__nor3b_1     2         15.0
sky130_fd_sc_hd__a2bb2oi_1   2         17.5
sky130_fd_sc_hd__dfxtp_1    48          961
sky130_fd_sc_hd__o211a_1     4         40.0
sky130_fd_sc_hd__and2_1      3         18.8
sky130_fd_sc_hd__clkbuf_1    2         7.51
sky130_fd_sc_hd__nand3b_1    2         15.0
sky130_fd_sc_hd__a221oi_2    3         45.0
sky130_fd_sc_hd__nor3b_2     2         25.0
sky130_fd_sc_hd__nor2_1     16         60.1
sky130_fd_sc_hd__o21ai_1    10         50.1
sky130_fd_sc_hd__o21ai_0    15         75.1
sky130_fd_sc_hd__nand2_1    11         41.3
sky130_fd_sc_hd__buf_2      13         65.1
sky130_fd_sc_hd__buf_6       8         90.1
sky130_fd_sc_hd__inv_2       2         7.51
sky130_fd_sc_hd__buf_4      17          128
sky130_fd_sc_hd__a31oi_1     7         43.8
sky130_fd_sc_hd__o311a_1     2         20.0
sky130_fd_sc_hd__nor3_2      3         30.0
sky130_fd_sc_hd__o211ai_1    2         15.0
sky130_fd_sc_hd__nor2b_1     5         31.3
sky130_fd_sc_hd__a22oi_1     2         15.0
sky130_fd_sc_hd__xor2_1      2         17.5
sky130_fd_sc_hd__a2111oi_2   3         45.0
sky130_fd_sc_hd__and2b_1     2         15.0
sky130_fd_sc_hd__a21oi_1    21          105
sky130_fd_sc_hd__xnor2_1     2         17.5
sky130_fd_sc_hd__nor3_1      4         20.0
cell families after synthesis:
family,count (synthesis),synth area share [%]
xor gates and xnor gates,5,2.22
muxes,1,0.433
other,1,0.162
and+or+nand+nor,70,17.4
DFF,48,41.6
buffers and inverters,45,13.9
AOI/OAI and AO/OA,80,24.3
where the power goes:
group,leakage (nW),switching (mW),internal (mW)
clock network,0.0645,0.151,0.215
registers,0.391,0.00381,0.480
logic,0.650,0.0783,0.0651
total,1.11,0.234,0.761
metal layers:
metal,part of all wire (%),wire length [um]
met1,47,2480
met2,46,2400
met3,6.2,325
met4,1.2,63
met5,0,0
worst max-delay path, delay by kind of cell:
family | cells | cell delay, ns
AND/OR/NAND/NOR | 2 | 0.78
AND-OR/OR-AND | 1 | 0.34
buffers and inverters | 2 | 0.80
stage by stage:
stage          total power, mW  hold slack [ns]  cells  worst slack, ns
3_3_place_gp             0.638             1.47    357             1.32
4_1_cts                   1.00             1.37    365             1.55
5_1_grt                   1.05             1.41    365             1.37
3_5_place_dp             0.638             1.48    357             1.22
6_report                 0.994             1.38    365             1.56
2_1_floorplan            0.601             1.04    265             2.39
final cells by class:
class                   instances  area, um^2  area share, %
multi-input cells             172        1080           37.7
clock inverters                 1        30.0           1.04
flip-flops and latches         48         961           33.4
repair buffers                 62         603           21.0
clock buffers                   7        96.3           3.35
well taps                      72        90.1           3.13
inverters                       3        11.3          0.391
Power is estimated from default activity; no workload was simulated.
